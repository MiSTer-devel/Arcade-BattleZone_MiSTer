[flow/config.mk]
export PLATFORM = sky130hd
export DESIGN_NAME = engine_sound
export DESIGN_NICKNAME = engine_sound
export VERILOG_FILES = /design/flow/design.v
export SDC_FILE = /design/flow/constraint.sdc
export NUM_CORES = 4
export LEC_CHECK = 1
export CORE_UTILIZATION = 50
export SYNTH_MEMORY_MAX_BITS = 65536
[flow/design.v]
module control_voltage_to_555_out_wavelength
  (
   input clk,
   input clk_3MHz_en,
   input[7:0] control_voltage,
   output int wave_length
   );
  int wave_lengths[256];
  always @(posedge clk) begin
    if (clk_3MHz_en) begin
      wave_length <= wave_lengths[control_voltage];
    end
  end
  initial begin
wave_lengths[0] = 16927;
wave_lengths[1] = 16942;
wave_lengths[2] = 16958;
wave_lengths[3] = 16974;
wave_lengths[4] = 16990;
wave_lengths[5] = 17006;
wave_lengths[6] = 17022;
wave_lengths[7] = 17037;
wave_lengths[8] = 17053;
wave_lengths[9] = 17069;
wave_lengths[10] = 17085;
wave_lengths[11] = 17101;
wave_lengths[12] = 17117;
wave_lengths[13] = 17133;
wave_lengths[14] = 17150;
wave_lengths[15] = 17166;
wave_lengths[16] = 17182;
wave_lengths[17] = 17198;
wave_lengths[18] = 17214;
wave_lengths[19] = 17231;
wave_lengths[20] = 17247;
wave_lengths[21] = 17263;
wave_lengths[22] = 17279;
wave_lengths[23] = 17296;
wave_lengths[24] = 17312;
wave_lengths[25] = 17329;
wave_lengths[26] = 17345;
wave_lengths[27] = 17362;
wave_lengths[28] = 17378;
wave_lengths[29] = 17395;
wave_lengths[30] = 17411;
wave_lengths[31] = 17428;
wave_lengths[32] = 17445;
wave_lengths[33] = 17461;
wave_lengths[34] = 17478;
wave_lengths[35] = 17495;
wave_lengths[36] = 17511;
wave_lengths[37] = 17528;
wave_lengths[38] = 17545;
wave_lengths[39] = 17562;
wave_lengths[40] = 17579;
wave_lengths[41] = 17596;
wave_lengths[42] = 17613;
wave_lengths[43] = 17630;
wave_lengths[44] = 17647;
wave_lengths[45] = 17664;
wave_lengths[46] = 17681;
wave_lengths[47] = 17698;
wave_lengths[48] = 17715;
wave_lengths[49] = 17732;
wave_lengths[50] = 17750;
wave_lengths[51] = 17767;
wave_lengths[52] = 17784;
wave_lengths[53] = 17802;
wave_lengths[54] = 17819;
wave_lengths[55] = 17836;
wave_lengths[56] = 17854;
wave_lengths[57] = 17871;
wave_lengths[58] = 17889;
wave_lengths[59] = 17906;
wave_lengths[60] = 17924;
wave_lengths[61] = 17941;
wave_lengths[62] = 17959;
wave_lengths[63] = 17977;
wave_lengths[64] = 17994;
wave_lengths[65] = 18012;
wave_lengths[66] = 18030;
wave_lengths[67] = 18048;
wave_lengths[68] = 18065;
wave_lengths[69] = 18083;
wave_lengths[70] = 18101;
wave_lengths[71] = 18119;
wave_lengths[72] = 18137;
wave_lengths[73] = 18155;
wave_lengths[74] = 18173;
wave_lengths[75] = 18191;
wave_lengths[76] = 18209;
wave_lengths[77] = 18228;
wave_lengths[78] = 18246;
wave_lengths[79] = 18264;
wave_lengths[80] = 18282;
wave_lengths[81] = 18301;
wave_lengths[82] = 18319;
wave_lengths[83] = 18337;
wave_lengths[84] = 18356;
wave_lengths[85] = 18374;
wave_lengths[86] = 18393;
wave_lengths[87] = 18411;
wave_lengths[88] = 18430;
wave_lengths[89] = 18448;
wave_lengths[90] = 18467;
wave_lengths[91] = 18486;
wave_lengths[92] = 18504;
wave_lengths[93] = 18523;
wave_lengths[94] = 18542;
wave_lengths[95] = 18561;
wave_lengths[96] = 18580;
wave_lengths[97] = 18599;
wave_lengths[98] = 18617;
wave_lengths[99] = 18636;
wave_lengths[100] = 18655;
wave_lengths[101] = 18675;
wave_lengths[102] = 18694;
wave_lengths[103] = 18713;
wave_lengths[104] = 18732;
wave_lengths[105] = 18751;
wave_lengths[106] = 18770;
wave_lengths[107] = 18790;
wave_lengths[108] = 18809;
wave_lengths[109] = 18828;
wave_lengths[110] = 18848;
wave_lengths[111] = 18867;
wave_lengths[112] = 18887;
wave_lengths[113] = 18906;
wave_lengths[114] = 18926;
wave_lengths[115] = 18945;
wave_lengths[116] = 18965;
wave_lengths[117] = 18985;
wave_lengths[118] = 19005;
wave_lengths[119] = 19024;
wave_lengths[120] = 19044;
wave_lengths[121] = 19064;
wave_lengths[122] = 19084;
wave_lengths[123] = 19104;
wave_lengths[124] = 19124;
wave_lengths[125] = 19144;
wave_lengths[126] = 19164;
wave_lengths[127] = 19184;
wave_lengths[128] = 19204;
wave_lengths[129] = 19225;
wave_lengths[130] = 19245;
wave_lengths[131] = 19265;
wave_lengths[132] = 19285;
wave_lengths[133] = 19306;
wave_lengths[134] = 19326;
wave_lengths[135] = 19347;
wave_lengths[136] = 19367;
wave_lengths[137] = 19388;
wave_lengths[138] = 19408;
wave_lengths[139] = 19429;
wave_lengths[140] = 19450;
wave_lengths[141] = 19470;
wave_lengths[142] = 19491;
wave_lengths[143] = 19512;
wave_lengths[144] = 19533;
wave_lengths[145] = 19554;
wave_lengths[146] = 19575;
wave_lengths[147] = 19596;
wave_lengths[148] = 19617;
wave_lengths[149] = 19638;
wave_lengths[150] = 19659;
wave_lengths[151] = 19680;
wave_lengths[152] = 19702;
wave_lengths[153] = 19723;
wave_lengths[154] = 19744;
wave_lengths[155] = 19766;
wave_lengths[156] = 19787;
wave_lengths[157] = 19809;
wave_lengths[158] = 19830;
wave_lengths[159] = 19852;
wave_lengths[160] = 19873;
wave_lengths[161] = 19895;
wave_lengths[162] = 19917;
wave_lengths[163] = 19939;
wave_lengths[164] = 19960;
wave_lengths[165] = 19982;
wave_lengths[166] = 20004;
wave_lengths[167] = 20026;
wave_lengths[168] = 20048;
wave_lengths[169] = 20070;
wave_lengths[170] = 20092;
wave_lengths[171] = 20115;
wave_lengths[172] = 20137;
wave_lengths[173] = 20159;
wave_lengths[174] = 20181;
wave_lengths[175] = 20204;
wave_lengths[176] = 20226;
wave_lengths[177] = 20249;
wave_lengths[178] = 20271;
wave_lengths[179] = 20294;
wave_lengths[180] = 20316;
wave_lengths[181] = 20339;
wave_lengths[182] = 20362;
wave_lengths[183] = 20385;
wave_lengths[184] = 20407;
wave_lengths[185] = 20430;
wave_lengths[186] = 20453;
wave_lengths[187] = 20476;
wave_lengths[188] = 20499;
wave_lengths[189] = 20523;
wave_lengths[190] = 20546;
wave_lengths[191] = 20569;
wave_lengths[192] = 20592;
wave_lengths[193] = 20616;
wave_lengths[194] = 20639;
wave_lengths[195] = 20662;
wave_lengths[196] = 20686;
wave_lengths[197] = 20709;
wave_lengths[198] = 20733;
wave_lengths[199] = 20757;
wave_lengths[200] = 20780;
wave_lengths[201] = 20804;
wave_lengths[202] = 20828;
wave_lengths[203] = 20852;
wave_lengths[204] = 20876;
wave_lengths[205] = 20900;
wave_lengths[206] = 20924;
wave_lengths[207] = 20948;
wave_lengths[208] = 20972;
wave_lengths[209] = 20997;
wave_lengths[210] = 21021;
wave_lengths[211] = 21045;
wave_lengths[212] = 21070;
wave_lengths[213] = 21094;
wave_lengths[214] = 21119;
wave_lengths[215] = 21143;
wave_lengths[216] = 21168;
wave_lengths[217] = 21193;
wave_lengths[218] = 21218;
wave_lengths[219] = 21243;
wave_lengths[220] = 21267;
wave_lengths[221] = 21292;
wave_lengths[222] = 21317;
wave_lengths[223] = 21343;
wave_lengths[224] = 21368;
wave_lengths[225] = 21393;
wave_lengths[226] = 21418;
wave_lengths[227] = 21444;
wave_lengths[228] = 21469;
wave_lengths[229] = 21495;
wave_lengths[230] = 21520;
wave_lengths[231] = 21546;
wave_lengths[232] = 21571;
wave_lengths[233] = 21597;
wave_lengths[234] = 21623;
wave_lengths[235] = 21649;
wave_lengths[236] = 21675;
wave_lengths[237] = 21701;
wave_lengths[238] = 21727;
wave_lengths[239] = 21753;
wave_lengths[240] = 21779;
wave_lengths[241] = 21805;
wave_lengths[242] = 21832;
wave_lengths[243] = 21858;
wave_lengths[244] = 21885;
wave_lengths[245] = 21911;
wave_lengths[246] = 21938;
wave_lengths[247] = 21965;
wave_lengths[248] = 21991;
wave_lengths[249] = 22018;
wave_lengths[250] = 22045;
wave_lengths[251] = 22072;
wave_lengths[252] = 22099;
wave_lengths[253] = 22126;
wave_lengths[254] = 22153;
wave_lengths[255] = 22181;
  end
endmodule
module engine_sound
  (
   input rst,
   input clk,
   input clk_3MHz_en,
   input engine_rev_en,
   input motor_en,
   output[15:0] out
   );
  wire[7:0] lfo_value;
  wire[31:0] wave_length;  
  int after_counters = 0;
  lfo lfo
    (
     .rst(rst),
     .clk(clk),
     .clk_3MHz_en(clk_3MHz_en),
     .engine_rev_en(engine_rev_en),
     .out(lfo_value)
     );
  control_voltage_to_555_out_wavelength cont_to_wave
    (
     .clk(clk),
     .clk_3MHz_en(clk_3MHz_en),
     .control_voltage(lfo_value),
     .wave_length(wave_length)
     );
  iir #(8,32) iir
    (
     .clk(clk),
     .clk_3MHz_en(clk_3MHz_en),
     .in(after_counters),
     .out(out)
     );
  int counter = 0;
  byte counter1 = 4;
  byte counter2 = 6;
  logic last_motor_en = 0;
  always @(posedge clk) begin
    if(rst)begin
    end else if(clk_3MHz_en)begin
      last_motor_en <= motor_en;
      if(motor_en && !last_motor_en)begin
          counter1 <= 0;
          counter2 <= 0;
      end else if(counter >= wave_length)begin
        counter <= 0;
        if(counter1 == 15)begin
          counter1 <= 9;
        end else begin
          counter1 <= counter1 + 1;
        end
        if(counter2 == 15)begin
          counter2 <= 11;
        end else begin
          counter2 <= counter2 + 1;
        end
      end else begin
      	counter <= counter + 1;
      end
    end
    after_counters <= (counter1 + counter2) <<< 11;
  end
endmodule
module iir
  #(
    parameter GAIN = 8,
    parameter WIDTH = 16
    ) (
       input clk,
       input clk_3MHz_en,
       input int in,
       output int out
       );
  reg signed [WIDTH+GAIN-1:0] accumulator = 0;
  always @(posedge clk) begin
    if (clk_3MHz_en) begin
      accumulator <= accumulator + in - out;
    end
  end
  assign out = accumulator[WIDTH+GAIN-1:GAIN];
endmodule
module lfo
  (
   input rst, 
   input clk,
   input clk_3MHz_en,
   input engine_rev_en,
   output logic[7:0] out = 0
   );
  logic[14:0] counter = 0;
  always @(posedge clk) begin  
    if (rst) begin;
      out <= 0;
    end else if(clk_3MHz_en)begin
      counter <= counter + 1;
      if (counter == 0) begin
        if (!engine_rev_en) begin
          if (out != 255) begin
            out <= out + 1;
          end
        end else begin
          if (out != 0) begin
            out <= out - 1;
          end
        end
      end
    end
  end
endmodule
[flow/constraint.sdc]
current_design engine_sound

set clk_period 7.6
set clk_io_pct 0.2

create_clock -name clk0 -period $clk_period [get_ports {clk}]

set non_clock_inputs [all_inputs -no_clocks]
set_input_delay [expr $clk_period * $clk_io_pct] -clock clk0 $non_clock_inputs
set_output_delay [expr $clk_period * $clk_io_pct] -clock clk0 [all_outputs]
[flow/run.sh]
#!/bin/bash
# OpenROAD 26Q1-2900-gdf79404cd8, Yosys 0.63+post, stock flow scripts
make -C /OpenROAD-flow-scripts/flow DESIGN_CONFIG=/design/flow/config.mk WORK_HOME=/design/flow/orfs finish
==> flow_metrics.env <==
# source this file to load flow results
export IMPL_chipArea_sq_um=25800
export IMPL_avgViaCountPerCell=5.83
export IMPL_edf_count=117
export IMPL_syn_area_sq_um=12600
export IMPL_cp_endpoint="cont_to_wave.wave_length[1]"
export IMPL_clock_sinks=134
export IMPL_layout_drive_gt1_share_pct=5.77
export IMPL_cpMaxStageDelayCell="ha_1"
export IMPL_grt_pass1_wl_um=52500
export IMPL_yosys_stat_area_sq_um=12600
export IMPL_synth_top_area_share_pct=27.9
export IMPL_critical_path_arrival_ns=4.04
export IMPL_dr_pass1_iters=5
export IMPL_syn2layout_area_growth_pct=6.59
export IMPL_cp_start_kind="flip-flop"
export IMPL_outcome="complete, no violations"
export IMPL_drc=0
export IMPL_fmax_mhz=257
export IMPL_hold_viol=0
export IMPL_drt_initial_drc_count=866
export IMPL_wire_per_inst_um=17.7
export IMPL_rows=57
export IMPL_path_clk_slew_ns=0.07
export IMPL_core_area_sq_um=24500
export IMPL_overflow=0
export IMPL_slew_limit_headroom_pct=41.5
export IMPL_dp_hpwl_um=22500
export IMPL_antenna_found_initial=0
export IMPL_grt_pass1_vias=10000
export IMPL_cap_viol_max_count=0
export IMPL_worst_pin_slew_ns=0.877
export IMPL_period_needed_ns=3.88
export IMPL_end_kind="flip-flop"
export IMPL_cp_cell_sequence="buf_4, clkinv_1, ha_1, nand2_1, nand3b_1, a21oi_1, a21o_1, a221o_1, mux4_2"
export IMPL_async_reset_ff_share_pct=0
export IMPL_yosysWarnings=5
export IMPL_hp_class="reg2reg"
export IMPL_yosys_cells=1497
export IMPL_rsz0062_at_grt="false"
export IMPL_cp_startpoint="lfo.out[0]"
export IMPL_period_used_pct=51.1
export IMPL_cts_made_buffers=17
export IMPL_ant_nets=0
export IMPL_power_leakage_nw=5.35
export IMPL_ir_worst_vdd_v=0.000281
export IMPL_cts_resized_gates=0
export IMPL_finalClockSkew_ns=0.0117
export IMPL_clock_latency_ns=0.42
export IMPL_ff_type="edfxtp_1"
export IMPL_cp_required_ns=7.76
export IMPL_io_buffers=20
export IMPL_h_tree_depth=4
export IMPL_top_area_cell="edfxtp_1"
export IMPL_rrSetupSlack_ns=3.72
export IMPL_clockBufferDepth=2
export IMPL_reg2regPathDepth=9
export IMPL_wirelength_um=31700
export IMPL_numPlacedInstances=1764
export IMPL_final_cell_count_no_fill=1796
export IMPL_routabilityCongestion=1.00
export IMPL_slew_violations=0
export IMPL_ys_seq_share_pct=30.6
export IMPL_finalSetupViolations=0
export IMPL_crit_type="reg2reg"
export IMPL_tns_ns=0
export IMPL_grt_total_usage_pct=26.6
export IMPL_power_w=0.00561
export IMPL_area_leaders="edfxtp_1 28%, ha_1 9.3%, a21oi_1 5.5%, o21ai_0 5.2%, fa_1 4.9%"
export IMPL_utilization_pct=54.8
export IMPL_synth_avg_cell_area_sq_um=8.42
export IMPL_die_w_um=161
export IMPL_synth_distinct_cells=76
export IMPL_fp_util_pct=51.4
export IMPL_postCtsHoldBufs=0
export IMPL_vias=10500
export IMPL_r2r_start="lfo.out[0]"
export IMPL_powerDensity_nw_per_um2=418
export IMPL_netlist_instances=1497
export IMPL_boundaryPins=21
export IMPL_root_buffer="clkbuf_16"
export IMPL_postCtsSetupBuffers=0
export IMPL_grt_max_degree=83
export IMPL_cp_max_fo=27
export IMPL_ys_ff=134
export IMPL_critPathMaxStageDelay_ns=0.93
export IMPL_reg2reg_to="cont_to_wave.wave_length[1]"
export IMPL_warnings=37
export IMPL_diodes=0
export IMPL_die_height_um=161
export IMPL_cts_tree="built"
[area by class of cell]
type	instances	area (sq um)
clock buffers	18	450
repair buffers	41	353
multi-input cells	1124	7690
fillers	2297	11100
well taps	324	405
flip-flops and latches	134	3860
inverters	141	529
clock inverters	14	145
[critical path: cells and delay by family (launching register included)]
| kind | cells | cell delay [ns] |
|---|---|---|
| mux | 1 | 0.48 |
| buf+inv | 2 | 0.84 |
| simple gates | 2 | 0.48 |
| compound gates | 3 | 0.57 |
| fa+ha+maj | 1 | 0.93 |
| flops | 1 | 0.31 |
[kinds of logic after synthesis]
family | Yosys count | synth area share [%]
AND-OR/OR-AND | 452 | 22.0
other | 1 | 0.0298
XOR/XNOR | 88 | 6.12
flip-flops | 134 | 30.6
AND/OR/NAND/NOR | 425 | 16.2
buffers and inverters | 255 | 8.92
multiplexers | 16 | 1.79
adder cells (fa/ha/maj) | 126 | 14.3
[layout by cell type, fill, tap and decap left out, types with 7 or more instances in the layout]
| master | instances |
|---|---|
| inv_1 | 140 |
| a21oi_1 | 138 |
| o21ai_0 | 131 |
| nand2_1 | 117 |
| edfxtp_1 | 117 |
| nor2_1 | 110 |
| ha_1 | 94 |
| xnor2_1 | 52 |
| nor3_1 | 36 |
| xor2_1 | 36 |
| nand3_1 | 35 |
| a211oi_1 | 34 |
| fa_1 | 31 |
| nor2b_1 | 26 |
| nand2b_1 | 25 |
| a21o_1 | 22 |
| buf_4 | 21 |
| clkdlybuf4s50_1 | 19 |
| o211ai_1 | 18 |
| a31oi_1 | 18 |
| clkbuf_16 | 18 |
| nand4_1 | 17 |
| conb_1 | 17 |
| dfxtp_1 | 13 |
| and3_1 | 9 |
| mux2i_1 | 9 |
| o21bai_1 | 8 |
| o31ai_1 | 8 |
| or2_2 | 8 |
| a311oi_1 | 8 |
| o22ai_1 | 7 |
| and2_1 | 7 |
| or3_1 | 7 |
| o311ai_0 | 7 |
| nor4_1 | 7 |
| inv_8 | 7 |
[synthesized netlist by cell type, types with 8 or more instances]
cell / n
xnor2_1: 52
nor2b_1: 26
ha_1: 94
a31oi_1: 18
nor2_1: 110
and3_1: 9
a21o_1: 22
a21oi_1: 138
nand2_1: 117
nand4_1: 17
o31ai_1: 8
o21bai_1: 8
buf_2: 32
dfxtp_1: 17
xor2_1: 36
a211oi_1: 34
nand3_1: 35
a311oi_1: 8
clkbuf_1: 46
mux2i_1: 9
edfxtp_1: 117
buf_1: 10
o211ai_1: 18
fa_1: 31
nand2b_1: 25
inv_1: 140
nor3_1: 37
o21ai_0: 131
buf_4: 19
or2_2: 8
[metrics by stage]
step	setup WS (ns)	cell area, sq um	hold slack, ns
after global routing	3.60	13400	0.616
after global placement	3.53	12800	0.592
after floorplan	3.75	12700	0.529
final	3.72	13400	0.597
after detailed placement	3.52	12800	0.587
after CTS	3.84	13400	0.603
[how the worst min path moves through the flow]
stage | startpoint | end | cells past startpoint
global route | lfo.counter[14] | lfo.counter[14] | 1
CTS | counter2[0] | after_counters[11] | 1
finish | counter2[0] | after_counters[11] | 1
[where the power goes]
| part | switching [W] | internal [W] |
|---|---|---|
| Sequential | 0.000109 | 0.00118 |
| Clock | 0.000367 | 0.000461 |
| Combinational | 0.00199 | 0.00151 |
[sequential cells by signal, indices dropped and copies added (netlist names)]
register,flops
counter1,8
lfo.out,8
iir.accumulator,40
after_counters,9
cont_to_wave.wave_length,13
counter,32
lfo.counter,15
counter2,8
last_motor_en,1
[routing by layer]
| layer | vias up | part of all wire, % | track usage, % |
|---|---|---|---|
| met2 | 334 | 46 | 41.4 |
| met4 | 0 | 3.2 | 7.55 |
| met3 | 73 | 5.0 | 3.87 |
| li1 | 5247 | - | - |
| met5 | - | 0 | 0 |
| met1 | 4816 | 45 | 40.4 |
No activity file was given, so power comes from the tool's default toggle rates.
