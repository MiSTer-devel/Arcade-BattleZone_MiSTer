$ cat ./run.sh
#!/bin/bash
# OpenROAD 26Q1-2900-gdf79404cd8, Yosys 0.63+post, stock flow scripts
make -C /OpenROAD-flow-scripts/flow DESIGN_CONFIG=/design/flow/config.mk WORK_HOME=/design/flow/orfs finish
$ cat ./config.mk
export PLATFORM = sky130hd
export DESIGN_NAME = lineRegQueue
export DESIGN_NICKNAME = lineRegQueue
export VERILOG_FILES = /design/flow/design.v
export SDC_FILE = /design/flow/constraint.sdc
export NUM_CORES = 4
export LEC_CHECK = 1
export CORE_UTILIZATION = 30
$ cat ./constraint.sdc
current_design lineRegQueue

set clk_period 171.1
set clk_io_pct 0.2

create_clock -name clk0 -period $clk_period [get_ports {clk}]

set non_clock_inputs [all_inputs -no_clocks]
set_input_delay [expr $clk_period * $clk_io_pct] -clock clk0 $non_clock_inputs
set_output_delay [expr $clk_period * $clk_io_pct] -clock clk0 [all_outputs]
$ cat ./design.v
`timescale 1ns / 1ps
`default_nettype none
module avg_core
  #
  (
   parameter CLK_DIV = "TRUE",
   parameter CLK_COUNT = CLK_DIV == "TRUE" ? 2 : 3
   )
  (
   output logic [12:0] startX,
   output logic [12:0] startY,
   output logic [12:0] endX,
   output logic [12:0] endY,
   output logic [3:0]  intensity,
   output logic        lrWrite,
   output logic [15:0] pcOut,
   output logic        halt,
   input wire [15:0]   inst,
   input wire          clk_in,
   input wire          clk_6MHz_en,
   input wire          rst_in,
   input wire          vggo
   );
  logic                clk_edge;
  logic                zWrEn, scalWrEn, center, jump, jsr, ret;
  logic                useZReg, blank, vector;
  logic [15:0]         jumpAddr, retAddr;
  logic signed [12:0]  dX, dY;
  logic signed [21:0]  dX_buf, dY_buf, nextX_scaled, nextY_scaled, linScale_buf;
  logic [2:0]          pcOffset;
  logic [3:0]          zVal, decZVal;
  logic signed [7:0]   linScale, decLinScale;
  logic signed [2:0]   binScale, decBinScale;
  logic [15:0]         nextPC, pc;
  logic                retValid;
  logic                run;
  logic [3:0]          color;
  logic                decHalt;
  logic [2:0]          countOut, countIn, instLength;
  logic                rst;
  wire                 clk;
  logic signed [13:0]  currX, nextX, currY, nextY;
  logic [CLK_COUNT:0]  clkCount;
  logic                vggoCap;
  logic                rst_int;
  assign rst_int = rst | vggoCap;
  always @(posedge clk_in) clk_edge <= clk_6MHz_en;
  always @(posedge clk_in) begin
    if (rst_int)               countOut <= '0;
    else if (clk_edge & ~halt) countOut <= countIn;
  end
  assign run = (countOut == 1 && ~halt);
  assign countIn = (countOut == 0 ? instLength : countOut - 3'b1);
  always_ff @(posedge clk_in) begin
    if(rst_in)  rst <= 1;
    else        rst <= 0;
  end
  always_ff @(posedge clk_in) begin
    if(rst) begin
      clkCount <= 0;
    end
    else begin
      clkCount <= clkCount + 3'b1;
      if(vggo) vggoCap <= 1;
      else if(clk_edge) vggoCap <= 0;  
    end
  end
  assign pcOut = (countIn == 7 || countIn == 6 ? pc+2 : pc);
  logic [15:0] inst1Out, inst2Out;
  logic        instEn;
  assign instEn = (countOut == 7);
  always @(posedge clk_in) begin
    if (rst_int)       inst1Out <= '0;
    else if (clk_edge) inst1Out <= inst;
  end
  always @(posedge clk_in) begin
    if (rst_int)                inst2Out <= '0;
    else if (clk_edge & instEn) inst2Out <= inst;
  end
  always @(posedge clk_in) begin
    if (rst_int)                                 pc <= 16'h2000;
    else if (clk_edge & (countOut == 2 & ~halt)) pc <= nextPC;
  end
  assign nextPC = !(jump || ret) ? pc + pcOffset : (jump ? jumpAddr : retAddr);
  logic [15:0] oldPC;
  always @(posedge clk_in) begin
    if (rst_int)       oldPC <= '0;
    else if (clk_edge) oldPC <= pc;
  end
  avg_decode idu
    (
     .zWrEn       (zWrEn),
     .scalWrEn    (scalWrEn),
     .center      (center),
     .jmp         (jump),
     .jsr         (jsr),
     .ret         (ret),
     .useZReg     (useZReg),
     .blank       (blank),
     .halt        (decHalt),
     .vector      (vector),
     .jumpAddr    (jumpAddr),
     .pcOffset    (pcOffset),
     .dX          (dX),
     .dY          (dY),
     .zVal        (decZVal),
     .linScale    (decLinScale),
     .binScale    (decBinScale),
     .color       (color[2:0]),
     .instLength  (instLength),
     .inst        ({inst1Out, inst2Out})
     );
  assign intensity = (useZReg && ~blank) ? zVal : decZVal;
  always @(posedge clk_in) begin
    if (rst_int) begin
      currX <= '0;
      currY <= '0;
    end else if (clk_edge & (center || vector) & run) begin
      currX <= nextX;
      currY <= nextY;
    end
  end
  retStack rs
    (
     .retAddr     (retAddr),
     .retValid    (retValid),
     .writeAddr   (oldPC + 16'd2),
     .writeEn     (jsr & run),
     .readEn      (ret & run),
     .clk         (clk_in),
     .clk_en      (clk_edge),
     .rst         (rst_int)
     );
  always @(posedge clk_in) begin
    if (rst_int)                     zVal <= '0;
    else if (clk_edge & zWrEn & run) zVal <= decZVal;
  end
  always @(posedge clk_in) begin
    if (rst_int) begin
      linScale <= '0;
      binScale <= '0;
    end else if (clk_edge & scalWrEn & run) begin
      linScale <= decLinScale;
      binScale <= decBinScale;
    end
  end
  always_comb begin
    if(center) begin
      nextX = 0;
      nextY = 0;
		    dX_buf=22'b0;
    dY_buf=22'b0;
    linScale_buf=22'b0;
    nextX_scaled=22'b0;
    nextY_scaled=22'b0;
    end
    else begin  
      if(dX[12] == 1'b1)
        dX_buf[21:13] = 9'b111111111;
      else
        dX_buf[21:13] = 9'b000000000;
      if(dY[12] == 1'b1)
        dY_buf[21:13] = 9'b111111111;
      else
        dY_buf[21:13] = 9'b000000000;
      dX_buf[12:0] = dX;
      dY_buf[12:0] = dY;
      linScale_buf[21:8] = 14'd0;
      linScale_buf[7:0] = linScale;
      nextX_scaled = ((currX + ((((dX_buf * 2 * (21'd256 - linScale_buf)) / 21'd256) >> binScale) * 1) / 1));
      nextY_scaled = ((currY + ((((dY_buf * 2 * (21'd256 - linScale_buf)) / 21'd256) >> binScale) * 1) / 1));
      nextX = nextX_scaled[13:0];
      nextY = nextY_scaled[13:0];
    end
  end
  assign lrWrite = vector && ~blank && run;
  assign startX = currX[13:1];
  assign endX = nextX[13:1];
  assign startY = currY[13:1];
  assign endY = nextY[13:1];
  always_ff @(posedge clk_in) begin
    if(rst)
      halt <= 1;
    else if (clk_edge) begin
      if(vggoCap) halt <= 0;
      else if(decHalt && run) halt <= 1;
    end
  end
endmodule
module retStack
  (
   output logic [15:0] retAddr,
   output logic        retValid,
   input wire [15:0]   writeAddr,
   input wire          writeEn,
   input wire          readEn,
   input wire          clk,
   input wire          clk_en,
   input wire          rst
   );
  logic [3:0] [15:0]   stack;
  logic [2:0]          top;
  always_ff @(posedge clk) begin
    if(rst) begin
      top <= 0;
      stack <= 0;
    end else if (clk_en) begin
      if(writeEn && readEn) begin
        top <= top;
        stack <= stack;
        stack[top] <= writeAddr;
      end
      else if(writeEn) begin
        top <= top+1;
        stack <= stack;
        stack[top] <= writeAddr;
      end
      else if(readEn) begin
        top <= top-1;
        stack <= stack;
      end
      else begin
        top <= top;
        stack <= stack;
      end
    end
  end
  always_comb begin
    retAddr = stack[top-1];
    retValid = top != 0;
  end
endmodule
module lineReg(output logic [12:0] QStartX, QEndX, QStartY, QEndY,
               output logic [3:0]  QIntensity,
               output logic        valid,
               input  wire [12:0] DStartX, DEndX, DStartY, DEndY,
               input  wire [3:0]  DIntensity,
               input  wire        writeEn, clk, rst);
    always_ff @(posedge clk) begin
        if(rst) begin
            QStartX <= 0;
            QEndX <= 0;
            QStartY <= 0;
            QEndY <= 0;
            valid <= 0;
            QIntensity <= 0;
        end
        else begin
            if(writeEn) begin
                QStartX <= DStartX;
                QEndX <= DEndX;
                QStartY <= DStartY;
                QEndY <= DEndY;
                valid <= 1;
                QIntensity <= DIntensity;
            end
        end
    end
endmodule
module lineRegQueue(output logic [12:0] QStartX, QEndX, QStartY, QEndY,
                    output logic [3:0]  QIntensity,
                    output logic full, empty,
                    input  wire [12:0] DStartX, DEndX, DStartY, DEndY,
                    input  wire [3:0]  DIntensity,
                    input  wire read,  currWrite, clk, rst);
    parameter DEPTH = 32;
    logic [DEPTH-1:0] [12:0] startX, startY, endX, endY;
    logic [DEPTH-1:0] valid;
    logic [DEPTH-1:0] writeEn;
    logic [DEPTH-1:0] [3:0] intensity;
    logic [$clog2(DEPTH)-1:0] wrIndex, reIndex;
    logic [$clog2(DEPTH):0] numFilled;
    genvar i;
    generate
        for(i = 0; i < DEPTH; i++) begin : linequeueblock 
            lineReg l1(startX[i], endX[i], startY[i], endY[i],
                       intensity[i],
                       valid[i],
                       DStartX, DEndX, DStartY, DEndY,
                       DIntensity,
                       writeEn[i], clk, rst);
        end
    endgenerate
    logic lastWrite, write;
    assign write = currWrite && !lastWrite;
    always_ff @(posedge clk) begin
        if(rst) begin
            wrIndex <= 'd0;
            reIndex <= 'd0;
            lastWrite <= 'd0;
            numFilled <= 'd0;
        end
        else begin
            lastWrite <= currWrite;
            if(write && read && !empty) begin
                wrIndex <= wrIndex + 'd1;
                reIndex <= reIndex + 'd1;
            end
            else if(write && !full) begin
                wrIndex <= wrIndex + 'd1;
                numFilled <= numFilled + 'd1;
            end
            else if(read && !empty) begin
                reIndex <= reIndex + 'd1;
                numFilled <= numFilled - 'd1;
            end
        end
    end
    assign full = (numFilled == DEPTH);
    assign empty = (numFilled == 'd0);
    assign QStartX = startX[reIndex];
    assign QEndX = endX[reIndex];
    assign QStartY = startY[reIndex];
    assign QEndY = endY[reIndex];
    assign QIntensity = intensity[reIndex];
    always_comb begin
        writeEn = 'd0;
        writeEn[wrIndex] = write;
    end
endmodule
`default_nettype wire
==> notes.md <==
On the backend side, the flow ran end to end.

The clock passes through at most 3 buffers. TritonCTS built the clock tree. The last weighted congestion value of the routability-driven placer stands at between 0.8 and 0.9. The cell family contributing the most delay on the critical path is buffers and inverters. The synthesis report names the predominant flop master as dfxtp_1. After global routing the overflow that remains totals 0.

The count of nets left with antenna violations once routing finished came out at 0. The timing report shows the most common cell along the critical path to be buf_4. The worst-path maximum fanout stands at 46. In the post-synthesis netlist, the cell with the most instances is nand2_1. The timing report gives the biggest stage delay along the critical path as just under 0.8 ns.

The final count of pins violating max slew stands at 0. The number of global-route vias before repair came to between 60000 and 70000. In the floorplan report the effective utilization is 0.303. The total design power stands at roughly 1.0 mW. Per the summary, power density relative to cell area is 11.6 mW/mm². The global-route wire length before repair stands at 406000 µm. The mean area per synthesized cell stands at 9.26 µm². The final layout reports a setup TNS of 0 ns. Ranked by total cell area, the synthesized netlist is headed by dfxtp_1, mux2i_1, nand2_1, mux4_2, a21oi_1. Once the clock tree was built, the resizer swapped 0 gates to a different size. The number of maximum-capacitance violations recorded for the run is 0. The leakage component of the power was reported as 30.0 nW.

The I/O pin total stands at 118. For reference, the top cells by count after synthesis are nand2_1, dfxtp_1, mux2i_1. STA lists the startpoint of the worst register-to-register path as wrIndex[0]. In this run the worst setup path begins at reIndex[1]. The post-cts hold-fix buffer tally stands at 0. Sorting the Yosys area breakdown by cell type puts at the top dfxtp_1. The HPWL after detailed placement is roughly 160000 µm. Yosys reported a register bit count of 1809. The die is a little over 500 µm tall.

Per the timing report, the achievable frequency comes out to 24.8 MHz. The clock latency on the worst-skew pair stands at 0.85 ns. The largest net degree at the start of global routing stands at 147. The mapped netlist covers 0.0789 mm². Warnings raised by the tools during the run amount to 39. The CTS sink count stands at about 1800.

Counting endpoints that fail hold in the final report gives 0. Listed in order, past its start point the critical path passes buf_4, buf_4, buf_4, buf_4, mux4_2, mux2i_1, o221ai_1, clkdlybuf4s50_1. The final cycle utilization of the critical path stands at 0.236. In this run the clock root is driven by a clkbuf_16.

Warnings reported by Yosys during synthesis add up to 2. Note that the worst hold path type here is flop to flop. The number of buffer and inverter instances along the worst setup path stands at 5. The relative area change from synthesis to final layout stands at 12.8%.

Looking at the worst setup and hold paths, the clock pins of their registers show a slew of ~0.070 ns. Looking at the post-CTS report, the setup buffer insertion count equals 0. The worst setup path is captured at an output port. Per the detail_route report, the via count comes to between 60000 and 70000. The critical path is of the flop to output port type. The worst path in the final design needs a cycle of 40.38 ns, including I/O delays and setup. The timing report shows that the slowest cell on the worst path is buf_4. After synthesis, the chip area reported by Yosys is between 0.07 and 0.08 mm².

Setup repair after global routing left no endpoint under its margin. Endpoints with negative setup slack in the final report add up to 0. The layout summary lists the proportion of cells stronger than drive strength 1 as 0.0999. STA classifies the critical path startpoint as a flop. The cell count after synthesis came out at 8521. The final routed DRC violation total stands at 0. The worst VDD IR drop from the latest analysis is 8.61 µV. After detailed routing, the number of vias per cell comes to 5.27.

The global router's overall resource usage stands at 0.212. The share of the Yosys chip area taken by registers is 0.459. The share of the synthesized area in the top cell type stands at 0.459. The count of buffers added on input and output ports is 117. The die width stands at about 510 µm.

The number of buffers added by the clock tree synthesis step stands at 186. The length of the first detailed-routing pass in iterations stands at 8. After floorplanning, the core was divided into about 190 placement rows. The count of instantiated cells in the yosys netlist stands at between 8000 and 9000.

The chip occupies 0.265 mm². After the first detailed-routing iteration, the DRC count stood at ~5400. The arrival time of data at the worst endpoint is listed as 6.16 ns. The routed wire length stands at 277000 µm. Yosys reported that registers with async set or reset make up 0.

The data required time reported for the critical path is 136.88 ns. The slew of the pin with the lowest slew margin stands at approximately 0.92 ns. The total area inside the core boundary comes to 0.261 mm². The clock skew after layout stands at 0.0450 ns. The number of antenna violations at the first check in global routing was 17. The H-tree generated during clock tree synthesis spans 4 levels. The worst hold path begins at linequeueblock[15].l1.QStartY[12].

The flow ran to the end, and the final reports show no timing, DRC or antenna violations. The remaining max-slew budget at the tightest pin stands at 0.386. For this sky-water flow run, the detailed-routed wirelength per cell is reported as 23.3 µm. Counting flops with a built-in enable in the synthesized netlist gives 0. Synthesis instantiated 63 different standard cells from the library.
## layout make-up
cell class / instances / area (µm²)
Fill cell: 25400 / 172000
Sequential cell: 1809 / 36200
Timing Repair Buffer: 363 / 3070
Multi-Input combinational cell: 5842 / 39000
Inverter: 11 / 48.8
Clock inverter: 46 / 616
Clock buffer: 291 / 5620
Tap cell: 3496 / 4370
Antenna cell: 12 / 30.0
## flip-flops by register name (all words and copies together), names as in the netlist
signal                        flops
lastWrite                         1
linequeueblock.l1.QEndX         416
linequeueblock.l1.QEndY         416
linequeueblock.l1.QIntensity    128
linequeueblock.l1.QStartX       416
linequeueblock.l1.QStartY       416
numFilled                         6
reIndex                           5
wrIndex                           5
## where the power goes
group | switching [mW] | internal, mW | total, mW
clock network | 0.174 | 0.241 | 0.415
logic | 0.114 | 0.0698 | 0.183
registers | 0.00593 | 0.427 | 0.433
total | 0.294 | 0.737 | 1.03
## cells in the final DEF (no fill, tap or decap), types with 12 or more instances in the layout
cell type | synthesis | final
a22o_1 | 94 | 94
clkdlybuf4s50_1 | 0 | 116
clkbuf_16 | 0 | 189
clkinv_2 | 0 | 20
o21ai_1 | 56 | 56
buf_4 | 87 | 242
o221ai_1 | 56 | 56
clkbuf_1 | 441 | 51
nand3_1 | 62 | 60
dfxtp_1 | 1809 | 1806
nor2_1 | 590 | 588
mux2i_1 | 1515 | 1515
clkbuf_8 | 0 | 51
mux4_2 | 224 | 224
a31oi_1 | 57 | 57
nand2_1 | 2080 | 2079
nor3_1 | 55 | 48
a22oi_1 | 74 | 74
a21oi_1 | 859 | 843
a21oi_4 | 0 | 16
diode_2 | 0 | 12
## cells by family after synthesis
| logic type | share of synthesized area |
|---|---|
| simple gates | 0.140 |
| flops | 0.459 |
| mux | 0.256 |
| compound gates | 0.0908 |
| buf+inv | 0.0514 |
| xor+xnor | 0.00163 |
| fa+ha+maj | 0.00136 |
## worst min-delay path: cells and delay by family (launching register included)
| kind | cells | cell delay, ns |
|---|---|---|
| DFF | 1 | 0.30 |
| and+or+nand+nor | 1 | 0.05 |
| AOI/OAI and AO/OA | 1 | 0.05 |
## per-stage QoR
step / hold slack, ns / worst slack, ns / std cells / cell area (µm²) / util
after detailed placement: 0.444 / 131.70 / 11500 / 82700 / 0.317
after floorplan: 0.432 / 134.91 / 8521 / 78900 / -
after global routing: 0.464 / 130.57 / 11900 / 89000 / 0.341
after global placement: 0.438 / 131.73 / 11500 / 82700 / 0.317
after CTS: 0.452 / 130.81 / 11900 / 89000 / 0.341
final: 0.451 / 130.72 / 11900 / 89000 / 0.341
## path summary, 6_finish.rpt
kind | end | slack [ns] | depth (start not counted)
worst min-delay path | linequeueblock[15].l1.QStartY[12] | 0.45 | 2
worst max-delay path | QIntensity[1] | 130.72 | 8
worst min register to register | linequeueblock[15].l1.QStartY[12] | 0.45 | 2
worst max register to register | linequeueblock[7].l1.QEndY[0] | 166.75 | 10
## routing by layer
metal  GRT usage  up-vias  part of all wire
li1            -    28600                 -
met1       0.270    30600              0.39
met2       0.328     2659              0.46
met3      0.0731      623             0.098
met4      0.0943       12             0.049
met5     0.00183        -           0.00039
Power is estimated from default activity; no workload was simulated.
